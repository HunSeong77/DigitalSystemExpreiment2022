==> ./design.v <==
module TANK(clk, nrst, key_4, key_5, key_6, power,
        fire, tank1_life, tank2_life, SHELL, SEG0, SEG1, SEG2, SEG3, SEG4, SEG5, SEG6, SEG7);
    input clk, nrst, key_4, key_5, key_6;
    input [7:0] power;
    output fire;
    output [1:0] tank1_life, tank2_life;
    output [7:0] SEG0, SEG1, SEG2, SEG3, SEG4, SEG5, SEG6, SEG7;
    output [7:0] SHELL;
    wire hit, turn;
    wire [3:0] tank1_location, tank2_location;
    wire [1:0] dist;
    wire [7:0] TANK [7:0];
    assign SEG0 = { TANK[0][7:2], TANK[0][1] ^ SHELL[0], TANK[0][0] };
    assign SEG1 = { TANK[1][7:2], TANK[1][1] ^ SHELL[1], TANK[1][0] };
    assign SEG2 = { TANK[2][7:2], TANK[2][1] ^ SHELL[2], TANK[2][0] };
    assign SEG3 = { TANK[3][7:2], TANK[3][1] ^ SHELL[3], TANK[3][0] };
    assign SEG4 = { TANK[4][7:2], TANK[4][1] ^ SHELL[4], TANK[4][0] };
    assign SEG5 = { TANK[5][7:2], TANK[5][1] ^ SHELL[5], TANK[5][0] };
    assign SEG6 = { TANK[6][7:2], TANK[6][1] ^ SHELL[6], TANK[6][0] };
    assign SEG7 = { TANK[7][7:2], TANK[7][1] ^ SHELL[7], TANK[7][0] };
    Tank_State_Memory tankStateMemory(.clk(clk), .nrst(nrst), 
        .button({key_4, key_6}), .fire(fire), .hit(hit),
        .tank1_location(tank1_location), .tank2_location(tank2_location),
        .tank1_life(tank1_life), .tank2_life(tank2_life), .turn(turn));
    Tank_Controller tankController(.tank1_location(tank1_location),
    .tank2_location(tank2_location),
    .tank1_life(tank1_life), .tank2_life(tank2_life), 
    .SEG0(TANK[0]), .SEG1(TANK[1]), .SEG2(TANK[2]),
    .SEG3(TANK[3]), .SEG4(TANK[4]), .SEG5(TANK[5]),
    .SEG6(TANK[6]), .SEG7(TANK[7]));
    Shell_State_Memory shellStateMemory(.clk(clk), .nrst(nrst), .button(key_5), .power(power),
        .tank1_location(tank1_location), .tank2_location(tank2_location),
        .turn(turn), .Q(dist), .fire(fire), .hit(hit));
    Shell_Controller shellController(.clk(clk), .nrst(nrst),
        .tank1_location(tank1_location), .tank2_location(tank2_location),
        .turn(turn), .power(dist), .fire(fire),
        .SEG0(SHELL[0]), .SEG1(SHELL[1]), .SEG2(SHELL[2]),
        .SEG3(SHELL[3]), .SEG4(SHELL[4]), .SEG5(SHELL[5]),
        .SEG6(SHELL[6]), .SEG7(SHELL[7]));
endmodule
module Tank_State_Memory(clk, nrst, button, fire, hit,
    tank1_location, tank2_location, tank1_life, tank2_life, turn);
  input clk, nrst;
  input [1:0] button;
  input fire;
  input hit;
  output reg [3:0] tank1_location, tank2_location;
  output reg [1:0] tank1_life, tank2_life;
  output reg turn;
  reg en_fire;
  initial begin
    tank1_location <= 4'b0100;
    tank2_location <= 4'b0010;
    tank1_life <= 2'b11;
    tank2_life <= 2'b11;
    turn <= 1'b1;
    en_fire <= 1'b0;
  end
  always @(posedge clk or negedge nrst) begin
    if(!nrst) begin
        tank1_location <= 4'b0100;
        tank2_location <= 4'b0010;
        tank1_life <= 2'b11;
        tank2_life <= 2'b11;
        turn <= 1'b1;
        en_fire <= 1'b0;
    end
    else if(!fire) begin
        if(!en_fire) begin
				if(tank1_life != 2'b00 && tank2_life != 2'b00) begin
					if(hit && turn) tank1_life = tank1_life - 1;
					else if (hit && !turn) tank2_life = tank2_life - 1;
					if(tank1_life == 2'b00) tank1_location <= 4'b0000;
					else if (tank2_life == 2'b00) tank2_location <= 4'b0000;
					else turn <= !turn;
				end
            en_fire <= 1'b1;
        end
        if(turn == 1'b0) begin
            if(button[1] && !tank1_location[3]) begin
                tank1_location <= tank1_location << 1;
            end
            else if (button[0] && !tank1_location[1]) begin
                tank1_location <= tank1_location >> 1;
            end
        end
        else begin
            if(button[1] && !tank2_location[2]) begin
                tank2_location <= tank2_location << 1;
            end
            else if (button[0] && !tank2_location[0]) begin
                tank2_location <= tank2_location >> 1;
            end
        end
    end
    else begin
        en_fire <= 1'b0;
    end
  end
endmodule
module Tank_Controller(
    tank1_location, tank2_location,
    tank1_life, tank2_life,
    SEG0, SEG1, SEG2, SEG3, SEG4, SEG5, SEG6, SEG7);
    input[3:0] tank1_location, tank2_location;
    input [1:0] tank1_life, tank2_life;
    output [7:0] SEG0, SEG1,SEG2,SEG3,SEG4,SEG5,SEG6,SEG7;
    assign SEG7 = {tank1_life[0] | tank1_life[1], 1'b0, tank1_location[3], tank1_location[3], tank1_location[3], 1'b0, tank1_location[3], tank1_location[3] | tank1_location[2] };
    assign SEG6 = {tank1_life[1], 1'b0, tank1_location[2], tank1_location[2], tank1_location[2], 1'b0, tank1_location[2], tank1_location[2] | tank1_location[1] };
    assign SEG5 = {tank1_life[0] & tank1_life[1], 1'b0, tank1_location[1], tank1_location[1], tank1_location[1], 1'b0, tank1_location[1], tank1_location[1] };
    assign SEG4 = 8'b00000000;
    assign SEG3 = {7'b0000000, tank2_location[2] };
    assign SEG2 = {tank2_life[0] & tank2_life[1], 1'b0, tank2_location[2], tank2_location[2], tank2_location[2], 1'b0, tank2_location[2], tank2_location[2] | tank2_location[1]};
    assign SEG1 = {tank2_life[1], 1'b0, tank2_location[1], tank2_location[1], tank2_location[1], 1'b0, tank2_location[1], tank2_location[1] | tank2_location[0] };
    assign SEG0 = {tank2_life[0] | tank2_life[1], 1'b0, tank2_location[0], tank2_location[0], tank2_location[0], 1'b0, tank2_location[0], tank2_location[0]};
endmodule
module Shell_State_Memory(
    clk, nrst, button, power, tank1_location, tank2_location, turn,
    Q, fire, hit
);
    input clk, nrst, button;
    input [7:0] power;
    input [3:0] tank1_location, tank2_location;
    input turn;
    output [1:0] Q;
    output fire;
    output hit;
    wire [1:0] power_2bit;
    reg [10:0] cnt;
    reg fire;
    reg hit;
    reg en_hit;
    assign power_2bit[1] = power[3];
    assign power_2bit[0] = (!power[3] & power[5]) | power[1];
    assign Q = cnt[10:9];
    initial begin
        fire <= 1'b0;
        cnt <= 11'b0;
        hit <= 1'b0;
        en_hit <= 1'b0;
    end
    always@(posedge clk or negedge nrst) begin
        if(!nrst) begin
            fire <= 1'b0;
            cnt <= 11'b0;
            hit <= 1'b0;
            en_hit <= 1'b0;
        end
        else begin
            if(button) begin
                fire <= 1'b1;
            end
            if(fire) begin
                if(~hit && ~en_hit) begin
                    en_hit <= 1'b1;
                    if(turn) begin
                        if({tank1_location, 4'b0000} >> power_2bit + 2 == {4'b0000, tank2_location})
                        hit <= 1'b1;
                    end
                    else begin
                        if({4'b0000, tank2_location} << power_2bit + 2 == {tank1_location, 4'b0000})
                        hit <= 1'b1;
                    end
                end
                if(cnt < {power_2bit, 9'b111111111}) begin
                    cnt <= cnt + 1;
                end
                else begin
                    fire <= 1'b0;
                    cnt <= 11'b0;
                    en_hit <= 1'b0;
                end
            end
            if(hit && ~en_hit) hit <= 1'b0;
        end
    end
endmodule
module Shell_Controller(
    clk, nrst,
    tank1_location, tank2_location, turn, power, fire,
    SEG0, SEG1, SEG2, SEG3, SEG4, SEG5, SEG6, SEG7);
    input clk, nrst;
    input [3:0] tank1_location, tank2_location;
    input turn, fire;
    input [1:0] power;
    output SEG0, SEG1, SEG2, SEG3, SEG4, SEG5, SEG6, SEG7;
    reg [7:0] shell;
    assign SEG0 = shell[0];
    assign SEG1 = shell[1];
    assign SEG2 = shell[2];
    assign SEG3 = shell[3];
    assign SEG4 = shell[4];
    assign SEG5 = shell[5];
    assign SEG6 = shell[6];
    assign SEG7 = shell[7];
    always@(posedge clk or negedge nrst) begin
        if(!nrst) begin
            shell <= 8'b00100000;
        end
        else begin
            if(!fire) begin
                if(!turn) begin
                    shell <= {tank1_location, 4'b0000} >> 1;
                end
                else begin
                    shell <= {4'b0000, tank2_location} << 1;
                end
            end
            else begin
                if(!turn) begin
                    shell <= {tank1_location, 4'b0000} >> power+2;
                end
                if(turn) begin
                    shell <= {4'b0000, tank2_location} << power+2;
                end
            end
        end
    end
endmodule
==> ./run.sh <==
#!/bin/bash
# OpenROAD 26Q1-2900-gdf79404cd8, Yosys 0.63+post, stock flow scripts
make -C /OpenROAD-flow-scripts/flow DESIGN_CONFIG=/design/flow/config.mk WORK_HOME=/design/flow/orfs finish
==> ./config.mk <==
export PLATFORM = sky130hd
export DESIGN_NAME = TANK
export DESIGN_NICKNAME = TANK
export VERILOG_FILES = /design/flow/design.v
export SDC_FILE = /design/flow/constraint.sdc
export NUM_CORES = 4
export LEC_CHECK = 1
export CORE_UTILIZATION = 50
==> ./constraint.sdc <==
current_design TANK

set clk_period 4.1
set clk_io_pct 0.2

create_clock -name clk0 -period $clk_period [get_ports {clk}]

set non_clock_inputs [all_inputs -no_clocks]
set_input_delay [expr $clk_period * $clk_io_pct] -clock clk0 $non_clock_inputs
set_output_delay [expr $clk_period * $clk_io_pct] -clock clk0 [all_outputs]
==> summary.txt <==
Notes from the flow run.

Outcome:
- The run finished with clean final reports.

Power and ir drop:
- In this run the VDD rail shows a maximum IR drop of 0.4157 mV.
- Of the total power, combinational logic draws 0.252.
- The run gives the cell-internal power as 880.2 µW.
- The run gives the switching power as a share of total power as 0.3159.
- The run puts the net switching power at 406.5 µW.
- The run puts the sequential fraction of design power at 0.407.
- Per the OpenROAD power report, leakage power amounts to 1.367 nW.
- The run puts the share of total power in the clock network at 0.342.
- The run puts the cell area power density at 390.4 nW/µm².

Clock network:
- In this run, post-CTS repair resized a total of 0 instances.
- The run gives the number of H-tree levels as 2.
- The run puts the clock latency of the later-clocked register in the worst-skew pair at 290 ps.
- The run puts the buffers inserted during post-CTS setup optimization at 0.
- For reference, the clock transition at the flip-flops on the worst setup and hold paths is 80 ps.
- The run puts the total clock sinks at 36.
- TritonCTS built the clock tree.
- The run puts the total clock buffers created by CTS at 5.
- The run gives the number of hold-repair buffers added at the cts stage as 0.
- The run gives the clock tree root buffer cell as sky130_fd_sc_hd__clkbuf_8.
- The run puts the buffer levels on the longest clock path at 2.

Routing:
- The run puts the average detailed-routed wire length per instance at 13.98 µm.
- In the log, the iteration count for the first detailed-route pass is 4.
- The run puts the average vias per placed instance at 5.203.
- Across all layers, the routed design uses 2,206 vias.
- The run puts the first-iteration detailed-routing DRC count at 182.
- The repair_antennas step left the layout with diodes totalling 0.
- The run puts the count of nets left with antenna violations after detail routing at 0.
- The run gives the wire length after detailed routing as 5927 µm.
- The script parses the final routing iteration and logs DRC violations as 0.

Logic synthesis:
- Per the synth stats, the flop cell with the highest instance count is sky130_fd_sc_hd__dfrtp_1.
- The run gives the number of cells in the yosys synthesis report as 338.
- The run gives the post-synthesis chip area from yosys as 2875 µm².
- The run gives the fraction of registers with async set or reset after synthesis as 1.000.
- After synthesis, the largest family of logic cells by area is buffers and inverters.
- In the post-synthesis netlist, the biggest area contributors are sky130_fd_sc_hd__dfrtp_1 (24%), sky130_fd_sc_hd__buf_4 (15%), sky130_fd_sc_hd__dfstp_2 (7.3%).
- The run gives the parity-gate share of the synthesized area counting xor and xnor cells as 0.06701.
- The run puts the top-area cell type share of the netlist area at 0.2437.
- The run puts the post-synthesis instance total at 338.
- The run gives the fraction of the mapped netlist area in simple logic gates as 0.1628.
- The run gives the number of unique standard cell types used by synthesis as 57.
- After synthesis, the most frequently instantiated cells are sky130_fd_sc_hd__buf_4 (58), sky130_fd_sc_hd__dfrtp_1 (28), sky130_fd_sc_hd__nand2_1 (26), sky130_fd_sc_hd__nor2_1 (21), sky130_fd_sc_hd__o21ai_0 (18).
- The portion of synthesized area spent on multiplexers is 0.07572.
- The synthesized design spends more area on one cell type than any other, namely sky130_fd_sc_hd__dfrtp_1.
- For this run, the number of Yosys warnings is 4.
- The run gives the mean post-synth cell area as 8.507 µm².
- The run gives the proportion of synthesized chip area in sequential cells as 0.3168.
- The run puts the adder-cell share of the synthesized area at 0.03003.
- The run gives the AND-OR/OR-AND share of the synthesized area as 0.1458.
- Summing every instance area after synthesis gives 2875 µm².
- Among all cell types in the netlist, the one instantiated most often is sky130_fd_sc_hd__buf_4.
- The run gives the number of enable flip-flop cells as 0.
- The run gives the count of state elements after synthesis as 36.

STA:
- The run gives the count of final setup violators as 0.
- The run gives the time the final worst path needs with I/O delays and setup as 2886 ps.
- The run gives the number of hold violations in the final report as 0.
- The run gives the max-slew violation total from the final report as 0.
- Setup repair after global routing left no endpoint under its margin.
- The run gives the total negative slack for setup checks as 0 ps.
- The run puts the worst hold slack across all endpoints at 518.0 ps.
- The run puts the share of the clock period used by the worst path after layout at 0.7038.
- The max-slew check reports its worst relative slack as 0.5225.
- The run puts the top achievable clock speed at 0.3465 GHz.
- The run puts the actual slew at the worst max-slew pin at 716.3 ps.
- For the final database, setup skew stands at 8.715 ps.

Global routing:
- The run gives the initial antenna violation count as 0.
- The first global-routing pass estimated 9846 µm of wire.
- Per the GRT congestion report, total overflow comes to 0.
- The run puts the number of global-route vias before repair at 1,972.
- The run gives the overall global routing resource usage as 0.2093.
- The run puts the pin count of the biggest net entering global routing at 37.

Cells and area:
- The run gives the utilization after layout as 0.5949.
- After filler insertion, the fill cell instance count of the layout stands at 511.
- The run puts the proportion of layout cells with a drive suffix above 1 at 0.09375.
- The layout report lists the multi-input gate area as 1478 µm².
- The area taken by sequential standard cells is reported as 910.9 µm².
- The run gives the count of non-filler cells in the finished layout as 424.
- The run gives the area overhead of the layout relative to synthesis as 14.62%.

Die:
- The run gives the top-level I/O count as 90.
- For this configuration, the core starts out at a cell density of 0.5190.
- The die covers 6058 µm².
- The run puts the core area at 5540 µm².
- The run puts the die span in x at 77.83 µm.
- The run puts the chip height at 77.83 µm.
- The run puts the total number of placement rows at 27.

Run:
- The run gives the count of tool warnings as 33.
- The run gives the count of maximum capacitance violations as 0.

Place:
- Per the gpl log, the routability congestion estimate is 0.8192.
- After detailed placement, the design holds a cell count of 416.
- The run puts the number of port buffers at 59.
- For this run the detailed placement stage logged an HPWL of 3949 µm.

Critical path:
- The OpenROAD report gives the critical path a data arrival time of 3060 ps.
- STA classifies the critical path startpoint as an input port.
- The run gives the type of destination of the critical path as a flip-flop.
- The run gives the register-to-register path setup slack as 2140 ps.
- The run puts the maximum fanout along the worst path at 11.
- The run gives the worst path required time as 4280 ps.
- The setup path with the least slack is of type in -> reg.

Hold path:
- The type recorded for the worst min-delay path is reg -> reg.
metrics by stage:
| stage | total power, mW | setup WS [ps] | area, µm² |
|---|---|---|---|
| 6_report | 1.287 | 1214 | 3296 |
| 3_3_place_gp | 0.8478 | 920.5 | 3137 |
| 5_1_grt | 1.363 | 1101 | 3296 |
| 3_5_place_dp | 0.8528 | 932.2 | 3137 |
| 4_1_cts | 1.298 | 1248 | 3296 |
| 2_1_floorplan | 0.7662 | 1875 | 2965 |
worst max-delay path, cell delays in order:
cell and delay (ps):
sky130_fd_sc_hd__clkdlybuf4s50_1 670, sky130_fd_sc_hd__nor2_2 460, sky130_fd_sc_hd__mux2_2 380, sky130_fd_sc_hd__o21ai_0 200
sky130_fd_sc_hd__xnor2_1 150, sky130_fd_sc_hd__nor3_1 60, sky130_fd_sc_hd__a221o_1 320
cells by family after synthesis:
group	Yosys count
compound gates	64
xor+xnor	22
fa+ha+maj	7
buf+inv	93
flops	36
mux	20
other cells	1
simple gates	95
final timing paths:
check | startpoint | to | cells after the start
setup reg to reg | tankStateMemory.turn$_DFFE_PN1P_ | tankStateMemory.tank2_location[2]$_DFFE_PN0N_ | 5
hold / removal | shellStateMemory.cnt[6]$_DFFE_PN0P_ | shellStateMemory.cnt[6]$_DFFE_PN0P_ | 1
min in group asynchronous | nrst | shellStateMemory.hit$_DFFE_PN0P_ | 2
hold reg to reg | shellStateMemory.cnt[6]$_DFFE_PN0P_ | shellStateMemory.cnt[6]$_DFFE_PN0P_ | 1
max in group asynchronous | nrst | tankStateMemory.tank1_location[2]$_DFFE_PN1N_ | 2
setup / recovery | power[1] | shellStateMemory.hit$_DFFE_PN0P_ | 7
final cells by class:
| cell class | count | share of cell area |
|---|---|---|
| Clock buffer | 5 | 0.02088 |
| Inverter | 14 | 0.01595 |
| Timing Repair Buffer | 61 | 0.1838 |
| Multi-Input combinational cell | 233 | 0.4484 |
| Clock inverter | 3 | 0.02733 |
| Tap cell | 72 | 0.02733 |
| Sequential cell | 36 | 0.2764 |
layout by cell type (no fill, tap or decap), types with 6 or more instances in the layout:
cell type                         count
sky130_fd_sc_hd__dfstp_2              8
sky130_fd_sc_hd__nand3_1             11
sky130_fd_sc_hd__o21ai_0             18
sky130_fd_sc_hd__o22ai_1              6
sky130_fd_sc_hd__xor2_1              10
sky130_fd_sc_hd__nor2_1              21
sky130_fd_sc_hd__inv_1               12
sky130_fd_sc_hd__a21oi_1             11
sky130_fd_sc_hd__nor3_1               6
sky130_fd_sc_hd__nand2_1             26
sky130_fd_sc_hd__clkdlybuf4s50_1     59
sky130_fd_sc_hd__xnor2_1             12
sky130_fd_sc_hd__dfrtp_1             28
sky130_fd_sc_hd__conb_1              25
sky130_fd_sc_hd__ha_1                 6
sky130_fd_sc_hd__mux2i_1             15
state kept, by name, summed over array words and instances (netlist names):
name / count
shellStateMemory.cnt: 11
shellController.shell: 8
tankStateMemory.tank1_location: 4
tankStateMemory.tank2_location: 4
tankStateMemory.tank1_life: 2
tankStateMemory.tank2_life: 2
shellStateMemory.en_hit: 1
shellStateMemory.fire: 1
shellStateMemory.hit: 1
tankStateMemory.en_fire: 1
tankStateMemory.turn: 1
routing by layer:
metal / global-route usage / up-vias / share of wire / wire, µm
met5: 0 / - / 0 / 0
met4: 0.01509 / 0 / 0.0049 / 29
met3: 0.02628 / 2 / 0.051 / 304
met2: 0.3407 / 74 / 0.47 / 2813
met1: 0.3211 / 1034 / 0.47 / 2779
li1: - / 1096 / - / -
power groups by stage:
stage / logic [mW] / clock network, mW / registers, mW
finish: 0.324 / 0.440 / 0.523
global route: 0.364 / 0.459 / 0.540
CTS: 0.325 / 0.450 / 0.523
Power is estimated from default activity; no workload was simulated.
