`/design/flow/config.mk`:
```
export PLATFORM = sky130hd
export DESIGN_NAME = textlcd
export DESIGN_NICKNAME = textlcd
export VERILOG_FILES = /design/flow/design.v
export SDC_FILE = /design/flow/constraint.sdc
export NUM_CORES = 4
export LEC_CHECK = 1
export CORE_UTILIZATION = 30
```
`/design/flow/constraint.sdc`:
```
current_design textlcd

set clk_period 7.2
set clk_io_pct 0.2

create_clock -name clk0 -period $clk_period [get_ports {clk}]

set non_clock_inputs [all_inputs -no_clocks]
set_input_delay [expr $clk_period * $clk_io_pct] -clock clk0 $non_clock_inputs
set_output_delay [expr $clk_period * $clk_io_pct] -clock clk0 [all_outputs]
```
`/design/flow/design.v`:
```
module textlcd(resetn,clk,LCD_E,LCD_RS,LCD_RW,LCD_DATA);
input resetn,clk;
output LCD_E,LCD_RS,LCD_RW;
output [7:0]LCD_DATA;
wire LCD_E;
reg LCD_RS,LCD_RW;
reg [7:0] LCD_DATA;
reg [2:0] state;
parameter   delay          =3'b000, 
            function_set   =3'b001,
            entry_mode     =3'b010,
            disp_onoff     =3'b011,
            line1          =3'b100,  
            line2          =3'b101,
            delay_t        =3'b110,
            clear_disp     =3'b111;
integer CNT;
always @(negedge resetn or posedge clk)
begin
   if(!resetn) state = delay;
   else
   begin   
      case(state)
         delay:            if(CNT==70)    state = function_set;
         function_set:     if(CNT==30)    state = disp_onoff;
         disp_onoff:       if(CNT==30)    state = entry_mode;
         entry_mode:       if(CNT==30)    state = line1;
         line1:            if(CNT==20)    state = line2;
         line2:            if(CNT==20)    state = delay_t;
         delay_t:          if(CNT==400)   state = clear_disp;
         clear_disp:       if(CNT==200)   state = line1;
         default:                         state = delay;
      endcase
   end
end
always @(negedge resetn or posedge clk)
begin
   if(!resetn) CNT=0;
   else
      begin   
         case(state)
            delay:          if(CNT>=70)CNT=0;
                           else CNT=CNT+1;
            function_set:    if(CNT>=30)CNT=0;
                           else CNT=CNT+1;
            disp_onoff:      if(CNT>=30)CNT=0;
                           else CNT=CNT+1;
            entry_mode:      if(CNT>=30)CNT=0;
                           else CNT=CNT+1;
            line1:         if(CNT>=20)CNT=0;
                           else CNT=CNT+1;
            line2:         if(CNT>=20)CNT=0;
                           else CNT=CNT+1;
            delay_t:         if(CNT>=220)CNT=0;
                           else CNT=CNT+1;
            clear_disp:    if(CNT>=200)CNT=0;
                           else CNT=CNT+1;
            default:         CNT=0;
         endcase
      end
end
always @(negedge resetn or posedge clk)
begin
   if(!resetn) begin
      LCD_RS=1'b1;
      LCD_RW=1'b1;
      LCD_DATA=8'b00000000;
   end
   else
      begin   
         case(state)
            function_set:    begin
                              LCD_RS=1'b0;
                              LCD_RW=1'b0;
                              LCD_DATA=8'b00111000;
                           end
            disp_onoff:      begin
                              LCD_RS=1'b0;
                              LCD_RW=1'b0;
                              LCD_DATA=8'b00001100;
                           end
            entry_mode:      begin
                              LCD_RS=1'b0;
                              LCD_RW=1'b0;
                              LCD_DATA=8'b00000110;
                           end
            line1:         begin
                              LCD_RW=1'b0;
                              case(CNT)
                                 0:begin
                                    LCD_RS=1'b0;LCD_DATA=8'b10000000; 
                                 end
                                 1:begin
                                    LCD_RS=1'b1; LCD_DATA <= 8'h44;
                                 end
                                 2:begin
                                    LCD_RS=1'b1; LCD_DATA <= 8'h69;
                                 end
                                 3:begin
                                    LCD_RS=1'b1; LCD_DATA <= 8'h67;
                                 end
                                 4:begin
                                    LCD_RS=1'b1; LCD_DATA <= 8'h69;
                                 end
                                 5:begin
                                    LCD_RS=1'b1; LCD_DATA <= 8'h74;
                                 end
                                 6:begin
                                    LCD_RS=1'b1; LCD_DATA <= 8'h61;
                                 end
                                 7:begin
                                    LCD_RS=1'b1; LCD_DATA <= 8'h6c;
                                 end
                                 8:begin
                                    LCD_RS=1'b1; LCD_DATA <= 8'h20;
                                 end
                                 9:begin
                                    LCD_RS=1'b1; LCD_DATA <= 8'h44;
                                 end
                                 10:begin
                                    LCD_RS=1'b1; LCD_DATA <= 8'h65;
                                 end
                                 11:begin
                                    LCD_RS=1'b1; LCD_DATA <= 8'h73;
                                 end
                                 12:begin
                                    LCD_RS=1'b1; LCD_DATA <= 8'h69;
                                 end
                                 13:begin
                                    LCD_RS=1'b1; LCD_DATA <= 8'h67;
                                 end
                                 14:begin
                                    LCD_RS=1'b1; LCD_DATA <= 8'h6e;
                                 end
                                 15:begin
                                    LCD_RS=1'b1; LCD_DATA <= 8'h20;
                                 end
                                 16:begin
                                    LCD_RS=1'b1; LCD_DATA <= 8'h20;
                                 end
                                 default:begin
                                    LCD_RS=1'b1;LCD_DATA=8'b00100000; 
                                 end
                              endcase
                           end
            line2:         begin
                              LCD_RW=1'b0;
                              case(CNT)
                                 0:begin
                                    LCD_RS=1'b0;LCD_DATA=8'b11000000; 
                                 end
                                 1:begin
                                    LCD_RS=1'b1; LCD_DATA <= 8'h48;
                                 end
                                 2:begin
                                    LCD_RS=1'b1; LCD_DATA <= 8'h65;
                                 end
                                 3:begin
                                    LCD_RS=1'b1; LCD_DATA <= 8'h6c;
                                 end
                                 4:begin
                                    LCD_RS=1'b1; LCD_DATA <= 8'h6c;
                                 end
                                 5:begin
                                    LCD_RS=1'b1; LCD_DATA <= 8'h6f;
                                 end
                                 6:begin
                                    LCD_RS=1'b1; LCD_DATA <= 8'h20;
                                 end
                                 7:begin
                                    LCD_RS=1'b1; LCD_DATA <= 8'h57;
                                 end
                                 8:begin
                                    LCD_RS=1'b1; LCD_DATA <= 8'h6f;
                                 end
                                 9:begin
                                    LCD_RS=1'b1; LCD_DATA <= 8'h72;
                                 end
                                 10:begin
                                    LCD_RS=1'b1; LCD_DATA <= 8'h6c;
                                 end
                                 11:begin
                                    LCD_RS=1'b1; LCD_DATA <= 8'h64;
                                 end
                                 12:begin
                                    LCD_RS=1'b1; LCD_DATA <= 8'h21;
                                 end
                                 13:begin
                                    LCD_RS=1'b1; LCD_DATA <= 8'h20;
                                 end
                                 14:begin
                                    LCD_RS=1'b1;LCD_DATA <= 8'h 20;
                                 end
                                 15:begin
                                    LCD_RS=1'b1;LCD_DATA <= 8'h20;
                                 end
                                 16:begin
                                    LCD_RS=1'b1;LCD_DATA <= 8'h20;
                                 end
                                 default:begin
                                    LCD_RS=1'b1;LCD_DATA=8'b00100000; 
                                 end
                              endcase
                           end
            delay_t:         begin
                              LCD_RS=1'b0;
                              LCD_RW=1'b0;
                              LCD_DATA=8'b00000010;
                           end
            clear_disp:    begin
                              LCD_RS=1'b0;
                              LCD_RW=1'b0;
                              LCD_DATA=8'b00000001;
                           end
            default:         begin
                              LCD_RS=1'b1;
                              LCD_RW=1'b1;
                              LCD_DATA=8'b00000000;
                           end
         endcase
      end
end
assign LCD_E=clk;
endmodule
```
`/design/flow/run.sh`:
```
#!/bin/bash
# OpenROAD 26Q1-2900-gdf79404cd8, Yosys 0.63+post, stock flow scripts
make -C /OpenROAD-flow-scripts/flow DESIGN_CONFIG=/design/flow/config.mk WORK_HOME=/design/flow/orfs finish
```
==> impl_metrics.yaml <==
# flow metrics
status:
  outcome: "finished, final reports clean"
route:
  num_vias: 2344
  antenna-diode-count: 0
  postRouteAntennaNets: 0
  wl_um: 6440
  wl_per_cell_um: 14.0
  drtPass1Iterations: 4
  via_per_inst: 5.08
  route.detailed.drc: 0
  drtIter0Drc: 106
synth:
  yosysSeqAreaShare_pct: 40.7
  synthArstFlopShare_pct: 100
  common_cells: "dfrtp_1 (47), nand2_1 (30), o21ai_0 (22)"
  avgSynthCellArea_um2: 9.60
  ys.warnings.count: 1
  synth_flops: 50
  top_cell_area_share_pct: 38.1
  synth-cells-yosys: 321
  edf_count: 0
  synth_area_leader_cell: "dfrtp_1"
  synth_cell_types: 56
  most_common_cell: "dfrtp_1"
  top_cells_by_area: "dfrtp_1 (38%), nor3_2 (6.2%), ha_1 (4.9%)"
  ys.flop_type: "dfrtp_1"
  synth_area_um2: 3080
  syn_inst: 321
  ys_area_um2: 3080
floorplanning:
  die.size.x_um: 103
  die_h_um: 103
  core_area_um2: 9860
  fp_util_pct: 31.3
  die_area_um2: 10700
  rows: 36
  io_pins: 13
timing:
  hold_ws_ps: 493
  rsz0062_at_grt: "false"
  relSlewSlack_pct: 45.2
  setup_tns_ps: 0
  tightestPinTransition_ps: 823
  hold_viol_final: 0
  slew_viol_final: 0
  final.setup_skew_ps: 11.8
  setup_viol: 0
placement:
  place_congestion: 0.873
  io_buffers: 12
  post-dp-hpwl_um: 4340
critical_path:
  arrival_ps: 4210
  cp.buffers_inverters: 3
  critical-path-top-delay-family: "buffers and inverters"
  slowest_delay_ps: 380
  cp_common_cell: "clkbuf_8"
  crit_path_end_kind: "output port"
  critPathRequiredTime_ps: 5760
  path_cells: "clkbuf_8 > clkbuf_8 > clkdlybuf4s50_1"
  worstSetupPathType: "clk2out"
  path_max_fanout: 2
  cp_slowest_cell: "clkdlybuf4s50_1"
  crit_path_start_kind: "clock port"
global_route:
  grt_pass1_wl_um: 11500
  grt_pass1_vias: 2339
  grt_overflow_total: 0
  grt_antenna_before_repair: 0
  track_usage_pct: 13.8
  grt_max_degree: 51
clock_network:
  tritoncts: "yes"
  clkTransAtPathRegs_ps: 90
  cts-resized-gates: 0
  insertion_delay_ps: 410
  ctsHoldBuffers: 0
  post-cts-setup-buffer-count: 0
flow_run:
  drv_cap: 0
  warnings: 35
power_and_ir_drop:
  vdd_drop_max_mv: 0.0799
  p_leak_nw: 1.41
  powerDensity_nw_per_um2: 148
layout:
  drive_gt1_share_pct: 15.2
  nFillCells: 994
  final_core_util_pct: 34.5
  syn2layout_area_growth_pct: 10.4
min_path:
  hold_path.class: "reg2reg"
==> report_power, final <==
group	leakage [nW]	switching (W)	internal [W]
Combinational	0.659	0.00000514	0.000000545
Sequential	0.679	0	0.000281
Clock	0.0737	0.0000958	0.000122
Total	1.41	0.000101	0.000403
==> routing by layer <==
metal  up-vias  share of wire [%]  GRT usage, %
met4         0                1.4          2.60
met2        47                 46          21.9
met5         -                  0             0
li1       1163                  -             -
met1      1126                 49          20.7
met3         8                3.9          1.98
==> final cells by class <==
| class | instances | area, um2 | share of cell area (%) |
|---|---|---|---|
| Multi-Input combinational cell | 239 | 1660 | 48.9 |
| Sequential cell | 50 | 1250 | 36.9 |
| Tap cell | 133 | 166 | 4.89 |
| Clock buffer | 11 | 138 | 4.04 |
| Timing Repair Buffer | 14 | 128 | 3.75 |
| Inverter | 13 | 48.8 | 1.43 |
| Clock inverter | 1 | 5.00 | 0.147 |
==> cells by family (layout without fill, tap and decap cells) <==
group | after synthesis | in the layout | share of synthesized area [%]
compound gates | 51 | 51 | 10.6
xor+xnor | 28 | 28 | 7.95
fa+ha+maj | 12 | 12 | 4.87
buf+inv | 32 | 39 | 5.32
flops | 50 | 50 | 40.7
mux | 4 | 4 | 1.42
simple gates | 144 | 144 | 29.1
==> state kept, by name (all words and copies together), names as in the netlist, named ones only <==
register / cells
CNT: 32
LCD_DATA: 8
LCD_RS: 1
LCD_RW: 1
state: 5
==> layout by cell type, fill, tap and decap left out, types with 12 or more instances in the layout <==
cell type / synthesis / layout
dfrtp_1: 47 / 47
ha_1: 12 / 12
inv_1: 12 / 12
nand2_1: 30 / 30
nand3_1: 13 / 13
nor3_1: 18 / 18
nor3_2: 19 / 19
o21ai_0: 22 / 22
xnor2_1: 13 / 13
xor2_1: 15 / 15
==> worst paths after layout <==
check | startpoint | end | slack [ps] | cells past startpoint
max in group asynchronous | resetn | CNT[6]$_DFF_PN0_ | 5640 | 2
hold / removal | state[0]$_DFF_PN1_ | state[0]$_DFF_PN1_ | 490 | 1
min in group asynchronous | resetn | LCD_DATA[5]$_DFF_PN0_ | 1120 | 2
hold reg to reg | state[0]$_DFF_PN1_ | state[0]$_DFF_PN1_ | 490 | 1
setup / recovery | clk | LCD_E | 1550 | 3
setup reg to reg | CNT[3]$_DFF_PN0_ | CNT[25]$_DFF_PN0_ | 4430 | 5
==> metrics by stage <==
stage | setup slack, ps | cells | cell area, um2 | power, W
2_1_floorplan | 2060 | 321 | 3080 | 0.000293
3_3_place_gp | 1790 | 450 | 3270 | 0.000301
3_5_place_dp | 1790 | 450 | 3270 | 0.000301
4_1_cts | 1540 | 461 | 3400 | 0.000514
5_1_grt | 1520 | 461 | 3400 | 0.000526
6_report | 1550 | 461 | 3400 | 0.000504
Power figures rest on the tool's default switching activity, not on a simulated workload.
